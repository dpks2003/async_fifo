--- flow/design.v ---
module syn_r2W #( parameter ADDR_BITS = 4)
                (output reg [ADDR_BITS:0] ff2_r_ptr,
                 input      [ADDR_BITS:0] r_ptr,
                 input                    w_clk,w_rst);  
 reg [ADDR_BITS:0] ff1_r_ptr;
 always @(posedge w_clk or posedge w_rst)
 begin
   if (w_rst) {ff2_r_ptr,ff1_r_ptr} <=0;
   else       {ff2_r_ptr,ff1_r_ptr} <= {ff1_r_ptr,r_ptr};
 end
endmodule
--- flow/run.sh ---
#!/bin/bash
# OpenROAD 26Q1-2900-gdf79404cd8, Yosys 0.63+post, stock flow scripts
make -C /OpenROAD-flow-scripts/flow DESIGN_CONFIG=/design/flow/config.mk WORK_HOME=/design/flow/orfs finish
--- flow/config.mk ---
export PLATFORM = sky130hd
export DESIGN_NAME = syn_r2W
export DESIGN_NICKNAME = syn_r2W
export VERILOG_FILES = /design/flow/design.v
export SDC_FILE = /design/flow/constraint.sdc
export NUM_CORES = 4
export LEC_CHECK = 1
export CORE_AREA = 10 10 70 70
export DIE_AREA = 0 0 80 80
--- flow/constraint.sdc ---
current_design syn_r2W

set clk_period 1.0
set clk_io_pct 0.2

create_clock -name clk0 -period $clk_period [get_ports {w_clk}]

set non_clock_inputs [all_inputs -no_clocks]
set_input_delay [expr $clk_period * $clk_io_pct] -clock clk0 $non_clock_inputs
set_output_delay [expr $clk_period * $clk_io_pct] -clock clk0 [all_outputs]
==> impl_metrics.sql <==
-- metrics for the results database
INSERT INTO impl_metrics (metric_group, metric, value, unit) VALUES
('logic_synthesis', 'count_of_flip_flops_with_a_built_in_enable_after_synthesis', '0', ''),
('power', 'power_per_cell_area', '1870', 'nW/um2'),
('setup_path', 'critical_path_buffer_and_inverter_count', '1', ''),
('logic_synthesis', 'area_leaders', 'dfrtp_1, inv_1', ''),
('logic_synthesis', 'synth_async_reset_ratio', '100', '%'),
('final_layout', 'area_growth_syn_to_layout', '70.4', '%'),
('logic_synthesis', 'synth.cellmix.compoundShare', '0', '%'),
('placed_design', 'dpl_worst_slack', '-3.33', 'ps'),
('drt', 'total_number_of_vias', '129', ''),
('sta', 'slew-limit-headroom', '77.2', '%'),
('setup_path', 'timing.setup.critical_path_class', 'reg2out', ''),
('drt', 'vias_per_cell', '1.79', ''),
('global_route', 'maximum_number_of_pins_on_one_net_before_global_route_repair', '11', ''),
('sta', 'post-route-period-util', '92.6', '%'),
('power', 'sw_frac_of_total', '16.9', '%'),
('floorplanning', 'floorplan.io_pins', '12', ''),
('setup_path', 'worstSetupEndpointType', 'primary output', ''),
('sta', 'fin_hold_ws', '201', 'ps'),
('clock_network', 'htree_num_levels', '1', ''),
('setup_path', 'timing.critical_path.depth', '1', ''),
('final_layout', 'comb_gate_area', '0', 'um2'),
('job', 'warnings', '25', ''),
('logic_synthesis', 'ys.flops', '10', ''),
('logic_synthesis', 'synth_cells', '11', ''),
('power', 'peakVddDrop', '647', 'uV'),
('sta', 'fin_setup_tns', '0', 'ps'),
('power', 'net-switching-power', '137', 'uW'),
('global_route', 'grt.total_usage', '1.56', '%'),
('sta', 'clock_skew', '0.183', 'ps'),
('logic_synthesis', 'synthesis.yosys.warnings', '1', ''),
('final_layout', 'nMultiInputCombCells', '0', ''),
('setup_path', 'critical_path_required_time', '800', 'ps'),
('clock_network', 'postCtsSetupBuffers', '0', ''),
('logic_synthesis', 'yosysCellCount', '11', ''),
('setup_path', 'reg2regPathDepth', '0', ''),
('drt', 'first_pass_detailed_route_iteration_total', '1', ''),
('drt', 'first_iter_violations', '0', ''),
('clock_network', 'clockRootBuffer', 'clkbuf_4', ''),
('logic_synthesis', 'synthXorXnorAreaFrac', '0', '%'),
('logic_synthesis', 'synth_top_area_share', '98.5', '%'),
('logic_synthesis', 'synth.comb.largest_family', 'buffers and inverters', ''),
('sta', 'fmax', '1080', 'MHz'),
('job', 'drv_cap', '0', ''),
('global_route', 'first_global_vias', '163', ''),
('sta', 'setup_viol', '0', ''),
('floorplanning', 'core-area', '3420', 'um2'),
('setup_path', 'cp-startpoint', 'ff2_r_ptr[4]$_DFF_PP0_', ''),
('logic_synthesis', 'ys_sh_mux', '0', '%'),
('logic_synthesis', 'avgSynthCellArea', '23.1', 'um2'),
('setup_path', 'crit_arrival', '730', 'ps'),
('sta', 'layout_min_cycle_time', '926', 'ps'),
('floorplanning', 'rows', '21', ''),
('logic_synthesis', 'postSynthSeqShare', '98.5', '%'),
('drt', 'detail_route.wl_per_cell', '6.51', 'um'),
('setup_path', 'worst-r2r-setup-slack', '540', 'ps'),
('clock_network', 'ctsLongestPathBuffers', '2', ''),
('power', 'seq_power_share', '53.0', '%'),
('placed_design', 'gpl.final_weighted_congestion', '0.614', ''),
('clock_network', 'number_of_buffers_created_by_cts', '3', ''),
('logic_synthesis', 'ys_sh_adder', '0', '%'),
('placed_design', 'postPlaceCellArea', '422', 'um2'),
('power', 'power_frac_comb', '4.9', '%'),
('logic_synthesis', 'basic_gates_by_area', '0', '%'),
('power', 'p_clk_share', '42.1', '%'),
('setup_path', 'worst-path-max-fanout', '1', ''),
('floorplanning', 'floorplan.core_util', '7.44', '%'),
('setup_path', 'worstReg2RegStart', 'ff1_r_ptr[4]$_DFF_PP0_', ''),
('outcome', 'outcome', 'finished, final reports clean', ''),
('logic_synthesis', 'syn_area', '254', 'um2'),
('clock_network', 'ctsHoldBuffers', '0', ''),
('floorplanning', 'floorplan.die.height', '80', 'um');
==> metrics by stage <==
stage / total power, mW / util, % / std cells
2_1_floorplan: 0.440 / - / 11
3_3_place_gp: 0.488 / 12.3 / 68
3_5_place_dp: 0.489 / 12.3 / 68
4_1_cts: 0.828 / 12.7 / 72
5_1_grt: 0.857 / 12.7 / 72
6_report: 0.809 / 12.7 / 72
==> logic make-up after synthesis <==
logic type	after synthesis
DFF	10
buffers and inverters	1
==> flip-flops by register name, summed over array words and instances (netlist names) <==
name       cells
ff1_r_ptr      5
ff2_r_ptr      5
==> cell usage in the layout (no fill, tap or decap) <==
cell type / netlist / routed
dfrtp_1: 10 / 10
clkdlybuf4s50_1: 0 / 6
buf_2: 0 / 5
clkbuf_4: 0 / 3
inv_1: 1 / 1
clkbuf_8: 0 / 1
==> cell type report <==
type / instances / area, um2 / area share, %
clock buffer: 4 / 36.3 / 8.38
inverter: 1 / 3.75 / 0.867
sequential: 10 / 250 / 57.8
tap: 46 / 57.6 / 13.3
timing repair buffer: 11 / 85.1 / 19.7
==> power by group through the flow <==
stage	clock network (mW)	logic, mW	registers [mW]
4_1_cts	0.357	0.0419	0.429
5_1_grt	0.381	0.0456	0.430
6_report	0.341	0.0394	0.429
==> worst min-delay path by stage <==
| stage | slack (ps) | to |
|---|---|---|
| final | 200 | ff1_r_ptr[4]$_DFF_PP0_ |
| after global routing | 250 | ff2_r_ptr[3]$_DFF_PP0_ |
| after CTS | 200 | ff1_r_ptr[4]$_DFF_PP0_ |
==> metal layers <==
metal  GRT usage, %  vias up  wire length [um]
li1               -       61                 -
met1           1.90       61               170
met2           2.41        7               259
met3          0.682        0                39
met4          0.528        0                 0
met5              0        -                 0
==> timing repair <==
action / in CTS / in global routing
resized: 19 / 0
setup endpoints to repair: 5 / 0
hold endpoints to repair: 0 / 0
Power and IR drop assume default switching activity.
