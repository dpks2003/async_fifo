==> design.v <==
module ram #(parameter  DATA_BITS = 8,   
              parameter ADDR_BITS = 4) 
            ( output[DATA_BITS-1:0] r_data,  
              input [DATA_BITS-1:0] w_data,  
              input [ADDR_BITS-1:0] w_addr,r_addr,  
              input                w_clk_en , w_full ,w_clk);    
              localparam fifo_depth = 1<<ADDR_BITS ;
reg[DATA_BITS-1:0] ram [0:fifo_depth-1];
assign r_data = ram[r_addr];
always@(posedge w_clk)
  if(w_clk_en && !w_full) ram[w_addr] <= w_data;
endmodule
==> run.sh <==
#!/bin/bash
# OpenROAD 26Q1-2900-gdf79404cd8, Yosys 0.63+post, stock flow scripts
make -C /OpenROAD-flow-scripts/flow DESIGN_CONFIG=/design/flow/config.mk WORK_HOME=/design/flow/orfs finish
==> config.mk <==
export PLATFORM = sky130hd
export DESIGN_NAME = ram
export DESIGN_NICKNAME = ram
export VERILOG_FILES = /design/flow/design.v
export SDC_FILE = /design/flow/constraint.sdc
export NUM_CORES = 4
export LEC_CHECK = 1
export CORE_UTILIZATION = 30
==> constraint.sdc <==
current_design ram

set clk_period 3.0
set clk_io_pct 0.2

create_clock -name clk0 -period $clk_period [get_ports {w_clk}]

set non_clock_inputs [all_inputs -no_clocks]
set_input_delay [expr $clk_period * $clk_io_pct] -clock clk0 $non_clock_inputs
set_output_delay [expr $clk_period * $clk_io_pct] -clock clk0 [all_outputs]
==> flow_summary.ini <==
; yosys + openroad results
[global_routing]
grt_first_pass_wirelength_um = 15700
antenna_found_initial = 0
grt_pass1_vias = 2696
grt.overflow.total = 0
grt_max_degree = 19
grt_usage = 0.140

[synth]
async_flop_share = 0
netlist_top_cells_area = edfxtp_1 77%, mux4_2 8.1%, mux4_1 7.4%, a22oi_1 2.4%, nor2_1 0.98%
simple_gate_share = 0.0346
avgSynthCellArea_um2 = 22.5
synth-compound-area-share = 0.0240
synth_flops = 128
adder_share = 0
xor_share = 0
mux_area_frac = 0.155
yosysSeqAreaShare = 0.769
ys_area_um2 = 5000
ff_type = edfxtp_1
yosys.area.top_type = edfxtp_1
syn-instance-count = 222
top_cells_by_count = 128 x edfxtp_1, 18 x mux4_2, 16 x a22oi_1
synth.top_cell.area_share = 0.769
synthesis.area_um2 = 5000
logic_family = multiplexers
synth_cell_types = 18
synth_top_cell_by_count = edfxtp_1
ys_cells = 222
edf_count = 128
yosys_warnings = 1

[drt]
n_antenna_cell = 0
drt_iter0_drc = 125
via_count = 2444
routed_wl_um = 10400
avgViaCountPerCell = 4.68
wl_per_cell_um = 19.9
postRouteAntennaNets = 0
dr.pass1.iters = 4
drc = 0

[sta]
max_slew.worst_pin.slew_ns = 0.579
maxSlewViolCount = 0
fin_ws_ns = 0.0689
slew_headroom = 0.613
fmax_ghz = 0.341
setup_viol = 0
rsz0062_at_grt = true
min_period_ns = 2.93
fin_crit_sh = 0.977
hold_viol = 0

[worst_setup_path]
cp.arrival_ns = 2.33
worstSetupPathType = in2out
cp_top_family = buffers and inverters
cp-end-kind = output port
cp_max_fo = 8
cpMaxStageDelayCell = mux4_1
startpoint_type = input port
cp.required_ns = 2.40
cp_cell_sequence = clkbuf_4, clkbuf_16, mux4_1, a22oi_1, nand2_1, clkdlybuf4s50_1
slowest_delay_ns = 0.57
startpoint = r_addr[0]
crit_buf_inv = 3

[floorplanning]
dieArea_um2 = 17200
die_width_um = 131
initCoreUtil = 0.311
fp.coreArea_um2 = 16100
die_h_um = 131
io_pins = 27
core.rowCount = 46

[cts]
cts_made_buffers = 17
clk_path_buf_depth = 2
clock-sinks = 128
clkSlewWorstSetupHoldPaths_ns = 0.05
cts_tree = yes
clockRootBuffer = clkbuf_16
cts-htree-levels = 4

[layout]
syn2layout_area_growth_pct = 29.2
largest_register = ram
largest_reg_flops = 128
largestRegisters = ram: 128 flops
drive_gt1_frac = 0.301
fin_cells = 522
utilization = 0.402

[placed_design]
port_buffers = 26
hpwl_um = 6540
place_ws_ns = -0.0990
place.gp.congestion = 0.782
dp.cells = 483

[min_path]
min_from = w_addr[1]
hp-class = in2reg

[run]
maxCapViolCount = 0
warnings = 26

[power_and_ir_drop]
power_density_nw_per_um2 = 656
ir_drop_mv = 0.400
leakagePower_uw = 0.00214
total_power_uw = 4230

[outcome]
outcome = finished, final reports clean
-- routing by layer --
| metal | up-vias | GRT usage | share of wire |
|---|---|---|---|
| li1 | 1098 | - | - |
| met1 | 1228 | 0.190 | 0.39 |
| met2 | 116 | 0.209 | 0.48 |
| met3 | 2 | 0.0864 | 0.12 |
| met4 | 0 | 0.0162 | 0.0024 |
| met5 | - | 0 | 0 |
-- layout by cell type, fill, tap and decap left out, types with 2 or more instances in the layout --
cell type,count
a22oi_1,11
a22oi_2,5
buf_12,7
buf_4,28
bufinv_16,2
clkbuf_16,18
clkdlybuf4s50_1,24
clkinv_4,2
clkinvlp_4,4
edfxtp_1,128
inv_6,4
mux4_1,14
mux4_2,18
nand2_1,10
nand2b_1,3
nor2_1,13
nor3_1,4
-- worst paths after layout --
kind	end	slack, ns	depth (start not counted)
setup / recovery	r_data[2]	0.07	6
hold / removal	ram[0][2]	1.07	2
-- layout make-up --
cell class,instances,area (um^2)
Clock buffer,17,425
Multi-Input combinational cell,84,1090
Timing Repair Buffer,63,664
Fill cell,1373,9600
Clock inverter,14,158
Sequential cell,128,3840
Tap cell,216,270
-- report_power, final --
part           internal [uW]  total (uW)  switching [uW]
Clock                   1230        1990             762
Combinational            132         243             111
Sequential              1990        1990            4.11
-- stage by stage --
stage | TNS [ns] | hold WS [ns] | area, um^2
floorplan | 0 | 0.699 | 5000
global placement | -0.495 | 1.45 | 5700
detailed placement | -0.527 | 1.48 | 5700
CTS | 0 | 1.06 | 6320
global route | 0 | 1.09 | 6450
finish | 0 | 1.07 | 6450
-- kinds of logic (layout without fill, tap and decap cells) --
logic type | after synthesis | in the layout
simple gates | 36 | 36
buf+inv | 10 | 94
flops | 128 | 128
compound gates | 16 | 16
mux | 32 | 32
-- repair_timing --
| item | 4_1_cts | 5_1_grt |
|---|---|---|
| setup buffers | 0 | 6 |
| resized | 2 | 9 |
| hold buffers | 0 | 0 |
| pin swaps | 0 | 0 |
| setup endpoints to repair | 8 | 5 |
| cloned | 1 | 1 |
| endpoints found under the hold margin | 0 | 0 |
