==> ./design.v <==
module syn_w2r #( parameter ADDR_BITS = 4)
                (output reg [ADDR_BITS:0] ff2_w_ptr,
                 input      [ADDR_BITS:0] w_ptr,   
                 input                    r_clk,r_rst);  
 reg [ADDR_BITS:0] ff1_w_ptr;
 always @(posedge r_clk or posedge r_rst)
 begin
   if (r_rst) {ff2_w_ptr,ff1_w_ptr} <=0;
   else       {ff2_w_ptr,ff1_w_ptr} <= {ff1_w_ptr,w_ptr};
 end
endmodule
==> ./run.sh <==
#!/bin/bash
# OpenROAD 26Q1-2900-gdf79404cd8, Yosys 0.63+post, stock flow scripts
make -C /OpenROAD-flow-scripts/flow DESIGN_CONFIG=/design/flow/config.mk WORK_HOME=/design/flow/orfs finish
==> ./config.mk <==
export PLATFORM = sky130hd
export DESIGN_NAME = syn_w2r
export DESIGN_NICKNAME = syn_w2r
export VERILOG_FILES = /design/flow/design.v
export SDC_FILE = /design/flow/constraint.sdc
export NUM_CORES = 4
export LEC_CHECK = 1
export CORE_AREA = 10 10 70 70
export DIE_AREA = 0 0 80 80
==> ./constraint.sdc <==
current_design syn_w2r

set clk_period 1.0
set clk_io_pct 0.2

create_clock -name clk0 -period $clk_period [get_ports {r_clk}]

set non_clock_inputs [all_inputs -no_clocks]
set_input_delay [expr $clk_period * $clk_io_pct] -clock clk0 $non_clock_inputs
set_output_delay [expr $clk_period * $clk_io_pct] -clock clk0 [all_outputs]
==> notes.org <==
#+TITLE: Implementation results

** Timing
- Worst-margin pin slew :: between 0.3 and 0.4 ns
- Tcrit/Tclk final :: 0.927
- In the final report, the number of hold violations comes to 0.
- Setup repair after global routing left no endpoint under its margin.
- Based on the critical path, the design can be clocked at up to 1080 MHz.
- The last timing report of the flow puts the setup violation total at 0.
- Counting I/O delays and the setup requirement, the final critical path takes 0.927 ns.
- Slew headroom :: 0.772
- Across the routed clock network, the largest skew measured is 0.000183 ns.
- The final max-slew violation count recorded for this run is 0.
- After layout, the worst setup slack is 0.0733 ns.

** Place
- Routability-driven placement finished with a final weighted congestion of just under 0.6.
- Per the placement report, the placed cell count is between 60 and 70.
- Setup WS pre-CTS :: -0.00333 ns
- Placed standard-cell area :: 422 um2
- Port Buffers :: 11

** CTS
- Per the CTS log, the root buffer master is clkbuf_4.
- Post-CTS repair timing setup buffer count :: 0
- Clock tree from TritonCTS :: yes
- Number of buffers on the longest clock path :: 2
- # H-tree levels :: 1
- The registers of the reported paths see a clock transition of 0.06 ns.
- The clock net in this run drives a total of 10 sinks.
- Number of CTS-inserted buffers :: 3
- For the worst-skew pair, the clock arrives at the later sink with an insertion delay of around 0.25 ns.

** Min path
- The min-delay analysis places its worst path in the category primary input to asynchronous set/reset pin.

** Synthesis
- Top area cell types :: dfrtp_1 99%, inv_1 1.5%
- The mapped netlist covers approximately 250 um2.
- Synthesis instantiated 2 different standard cells from the library.
- For this run, the register share of the synthesized area comes to 0.985.
- In the synthesized netlist, the number of instances is 11.
- The warning tally printed by Yosys for this design is 1.
- In this run the mean area of a mapped cell was about 23 um2.
- Area share, top type :: 0.985
- Per the Yosys statistics, synthesis produced 11 cells.
- Largest area contributor in the synthesized netlist :: dfrtp_1
- Per the synth log, the flip-flop and latch total comes to 10.
- Yosys reports a chip area of 254 um2.

** Power
- Final Total Pwr :: 0.000809 W
- The script extracted a total leakage power of roughly 0.19 nW.
- Peak VDD IR :: 0.647 mV
- Areal power density over the cells :: 1870 nW/um2

** GRT
- The number of antenna violations at the first check in global routing is 0.
- Global-route wire length before repair :: 765 um
- The total overflow left after global routing is 0.
- The number of global-route vias before repair was 163.
- In the global route stage, overall resource usage came out at 0.0154.
- Maximum number of pins on one net before global-route repair :: 11

** Setup path
- The worst setup path is launched from a flip-flop.
- R2R Path End :: ff2_w_ptr[4]$_DFF_PP0_
- Cells along the critical path :: buf_2
- The OpenROAD report gives the critical path a data arrival time of between 0.7 and 0.8 ns.
- In this run the number of cells on the critical path is 1.
- Counting cells, the worst reg-to-reg path comes to 0.
- STA reports a reg2reg setup slack of 0.54 ns.
- CP peak stage delay :: 0.36 ns
- Endpoint type of the worst setup path :: output port
- The critical path starts at ff2_w_ptr[4]$_DFF_PP0_.
- Per the post-run analysis, buffers plus inverters along the critical path come to 1.
- Per the STA report, the cell with the highest stage delay on the worst path is dfrtp_1.
- Worst-path maximum fanout :: 1
- Looking at the reg2reg group, the worst path starts from ff1_w_ptr[4]$_DFF_PP0_.
- Worst path top cell family by delay :: flip-flops
- By startpoint and endpoint, the worst setup path is classified as flip-flop to output port.
- Data required time of the worst path :: around 0.8 ns

** Job
- Count of maximum capacitance violations :: 0
- The number of warnings reported in the stage logs is 25.

** Routing
- The routed layout has 129 vias.
- Iteration-0 DRC count of the detailed router :: 0
- Tally of nets with antenna violations remaining after routing :: 0
- Number of detailed-routing iterations run before antenna repair :: 1
- In the routed netlist, the antenna diode instances number 0.
- In the routed design, unresolved DRC markers number 0.
- In the routed layout, each cell is associated on average with a via count of 1.79.
- Final routed wirelength across all metal layers :: 469 um
- Per the detail_route report, routed wire per instance is 6.51 um.

** Die
- Die outline width :: ~80 um
- For this design the top-level I/O count stands at 12.
- The floorplan step defined a core boundary enclosing between 3000 and 4000 um2.
- Die area :: 6400 um2
- The share of the core area taken by cells at floorplan is 0.0744.
- The report lists the number of standard-cell rows as 21.
- Vertical extent of the die :: 80 um

** Layout
- Final instance count without filler cells :: 72
- Synthesis-to-finish area growth :: 70.4%
- In the final layout, the share of cells above drive strength 1 is 0.346.
- Fill cells :: 401
- Final standard cell utilization of the core :: 0.127
- 0 cells are multi-input combinational gates.
- Final Cell Area :: 433 um2
- The area taken by multi-input combinational cells is reported as 0 um2.

** Outcome
- Outcome :: finished, final reports clean
==> worst max path at each step <==
stage,endpoint,slack [ns]
5_1_grt,ff2_w_ptr[4],0.03
4_1_cts,ff2_w_ptr[3],0.05
6_report,ff2_w_ptr[4],0.07
==> area by class of cell <==
class                 count  area, um2  share of cell area
timing repair buffer     11       85.1               0.197
sequential               10        250               0.578
clock buffer              4       36.3              0.0838
tap                      46       57.6               0.133
inverter                  1       3.75             0.00867
==> layout by cell type (no fill, tap or decap) <==
cell and count:
clkbuf_4 3, clkdlybuf4s50_1 6, buf_2 5, clkbuf_8 1, dfrtp_1 10, inv_1 1
==> Yosys cell counts <==
cell type and number:
dfrtp_1 10, inv_1 1
==> cell families (layout without fill, tap and decap cells) <==
kind of cell | Yosys count | after routing | share of synthesized area
buffers and inverters | 1 | 16 | 0.0148
DFF | 10 | 10 | 0.985
==> routing by layer <==
layer	track usage	routed length, um	up-vias
met5	0	0	-
met1	0.0184	170	61
met2	0.0241	259	7
met3	0.00682	39	0
met4	0.00528	0	0
li1	-	-	61
==> repair_timing <==
action                     CTS  global route
hold buffers                 0             0
gates resized               18             0
setup endpoints to repair    5             0
==> flip-flops by register name, summed over array words and instances, names as in the netlist <==
name	flops
ff1_w_ptr	5
ff2_w_ptr	5
==> report_power, final <==
| part | switching (W) | internal [W] |
|---|---|---|
| Combinational | 0.0000125 | 0.0000269 |
| Sequential | 0.00000416 | 0.000425 |
| Clock | 0.000120 | 0.000220 |
| Total | 0.000137 | 0.000672 |
==> per-stage QoR <==
stage                     setup TNS (ns)  hold slack [ns]
after floorplan                        0           0.0402
after global placement                 0            0.332
after detailed placement        -0.00333            0.335
after CTS                              0            0.203
after global routing                   0            0.247
final                                  0            0.201
Power and IR drop assume default switching activity.
